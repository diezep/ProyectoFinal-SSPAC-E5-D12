## design/flow/design.v

```verilog
module ALU(
	input[31:0] OP1,
	input[31:0] OP2,
	input[3:0] OP,
	output reg[31:0] OPS,
	output reg ZF
);
always @*
begin
	case(OP)
		4'b0000:
			OPS = OP1 & OP2;
		4'b0001:
			OPS = OP1 | OP2;
		4'b0010:
			OPS = OP1 + OP2;
		4'b0011:
			OPS = OP1 - OP2;	
		4'b0100:
			OPS = OP1 < OP2 ? 1 : 0;
		4'b0101:
			OPS = OP1 / OP2;
		4'b0110:
			OPS = 32'd0;
		4'b0111:
			OPS = OP1 * OP2;
		4'b1111:
			OPS = OP1 ^ OP2;
	endcase
	if(OPS==0)
		ZF = 1;
	else 
		ZF = 0;
end
endmodule
```

## design/flow/run.sh

```bash
#!/bin/bash
# OpenROAD 26Q1-2900-gdf79404cd8, Yosys 0.63+post, stock flow scripts
make -C /OpenROAD-flow-scripts/flow DESIGN_CONFIG=/design/flow/config.mk WORK_HOME=/design/flow/orfs finish
```

## design/flow/constraint.sdc

```tcl
current_design ALU

set clk_period 317.8
set clk_io_pct 0.2

create_clock -name clk0 -period $clk_period

set non_clock_inputs [all_inputs -no_clocks]
set_input_delay [expr $clk_period * $clk_io_pct] -clock clk0 $non_clock_inputs
set_output_delay [expr $clk_period * $clk_io_pct] -clock clk0 [all_outputs]
```

## design/flow/config.mk

```make
export PLATFORM = sky130hd
export DESIGN_NAME = ALU
export DESIGN_NICKNAME = ALU
export VERILOG_FILES = /design/flow/design.v
export SDC_FILE = /design/flow/constraint.sdc
export NUM_CORES = 4
export LEC_CHECK = 1
export CORE_UTILIZATION = 40
```

==> impl_metrics.csv <==
group,metric,value,unit
run_status,status,"finished clean",
final_timing,unclocked_regs,32,
final_timing,period_needed,214.51,ns
detailed_routing,ant_nets,0,
final_timing,relSlewSlack,3.58,%
worst_setup_path,crit_fanout,41,
detailed_routing,vias,55400,
final_timing,period_used_share,67.5,%
yosys,yosys_warnings,1,
floorplanning,initCoreUtil,40.4,%
power,peakVddDrop,0.0340,mV
global_routing,grt-ovfl-total,0,
cells_and_area,fill_cells,12900,
yosys,synthMostInstantiatedCell,"nand2_1",
placement,io_buffers,101,
cts,postCtsSetupRepairBufs,0,
min_path,hold_end,"ZF",
worst_setup_path,required,254.24,ns
power,p_per_area,10.7,nW/um2
yosys,largest_area_cell,"ha_1",
final_timing,finalSetupViolCount,0,
cts,cts_resized,0,
yosys,top_cells_by_count,"nand2_1 (901), ha_1 (750), inv_1 (698)",
yosys,edf_count,0,
detailed_routing,wl_per_cell,28.5,um
power,p_switching,357,uW
worst_setup_path,path_delay_family,"AND-OR/OR-AND gates",
worst_setup_path,worstSetupEndpointType,"output pin",
detailed_routing,firstDrtPassIters,7,
floorplanning,io_pins,101,
power,report.power.total,581,uW
yosys,synth_cells,7116,
global_routing,grt_pass1_vias,52900,
power,power.share.switching,61.4,%
floorplanning,die_w,359,um
run,warnings,100,
yosys,postSynth.asyncResetShare,0,%
final_timing,finalMaxSlewViolations,0,
worst_setup_path,slowest_stage,"o31ai_1",
yosys,ys_types,101,
cts,ctsHoldBuffers,0,
final_timing,max_freq,0.00466,GHz
worst_setup_path,crit_path_start_kind,"input port",
detailed_routing,vias_per_cell,6.33,
cells_and_area,largest_register_ffs,32,
yosys,synth_top_area_share,18.4,%
final_timing,tightest_slew,1.43,ns
yosys,ys_area,51000,um2
cells_and_area,area_growth,6.75,%
final_timing,setup_tns,0,ns
floorplanning,coreArea,126000,um2
worst_setup_path,crit_arrival,150.95,ns
yosys,syn_area,51000,um2
min_path,holdCritPathClass,"in2out",
worst_setup_path,slowest_delay,1.17,ns
placement,place.gp.congestion,1.10,
detailed_routing,drt_wl_total,250000,um
power,internal-power,224,uW
power,p_leak,0.0256,uW
worst_setup_path,cpMostUsedCell,"ha_1",
final_timing,rsz0062_at_grt,"no",
final_timing,hold_violations,0,
detailed_routing,drcViolationCount,0,
global_routing,grt_pass1_wl,361000,um
detailed_routing,first_iter_violations,5655,
worst_setup_path,crit_type,"in2out",
worst_setup_path,cp_num_buf_inv,25,
yosys,ys_cells,7116,
floorplanning,chipArea,129000,um2
global_routing,grt_max_degree,42,
yosys,synth_flops,32,
final_timing,untimed_endpoints,64,
global_routing,grt_usage,39.0,%
min_path,worstHoldStart,"OP[0]",
min_path,hold_depth,8,
floorplanning,num_rows,130,
run,drv_cap,0,
yosys,topCellsByArea,"ha_1 (18%), fa_1 (16%), nand2_1 (6.6%)",
floorplanning,die_h,359,um
placement,post-dp-hpwl,196000,um
yosys,ff_type,"dlxtn_1",
global_routing,antenna_found_initial,10,
yosys,postSynthAreaPerCell,7.16,um2
cells_and_area,drive_gt1_share,5.64,%
-- logic make-up after synthesis --
kind of cell | after synthesis | share of synthesized area [%]
latches | 32 | 0.943
simple gates | 2433 | 21.8
xor+xnor | 428 | 7.36
compound gates | 1948 | 25.6
buf+inv | 1006 | 7.49
fa+ha+maj | 1160 | 34.5
mux | 109 | 2.29
-- cells in the final DEF (no fill, tap or decap), drive strengths merged, types with 58 or more instances in the layout --
| master | netlist | routed |
|---|---|---|
| a211oi | 80 | 80 |
| a21o | 160 | 160 |
| a21oi | 478 | 478 |
| a31oi | 88 | 88 |
| and3 | 58 | 58 |
| buf | 85 | 197 |
| clkdlybuf4s50 | 0 | 98 |
| fa | 410 | 410 |
| ha | 750 | 750 |
| inv | 698 | 698 |
| mux2 | 62 | 62 |
| nand2 | 901 | 901 |
| nand3 | 146 | 146 |
| nand4 | 58 | 58 |
| nor2 | 667 | 667 |
| nor3 | 189 | 189 |
| o211ai | 88 | 88 |
| o21a | 136 | 136 |
| o21ai | 364 | 364 |
| or3 | 78 | 78 |
| xnor2 | 264 | 264 |
| xor2 | 164 | 164 |
-- worst max path at each step --
stage         endpoint  slack, ns  cells past startpoint  startpoint
CTS                 ZF     106.02                    291     OP2[21]
global route        ZF      98.45                    289     OP2[21]
finish              ZF     103.29                    287     OP2[21]
-- layer usage --
layer  part of all wire (%)  vias to the layer above  GRT usage, %
li1                       -                    25100             -
met3                     13                      692          15.8
met2                     41                     3247          55.3
met4                    5.9                       30          17.9
met5                   0.29                        -          3.40
met1                     40                    26300          52.1
-- layout make-up --
class / instances / area (um2) / area share [%]
sequential: 32 / 480 / 0.883
multi-input combinational: 6078 / 46700 / 85.9
antenna: 3 / 7.51 / 0.0138
tap: 1650 / 2060 / 3.80
inverter: 703 / 2640 / 4.85
timing repair buffer: 295 / 2460 / 4.53
-- per-stage QoR --
step | instance area, um2 | util (%) | setup WS, ns | hold WS (ns) | cells
after floorplan | 51000 | - | 122.82 | 127.40 | 7116
after global placement | 54400 | 43.1 | 107.24 | 128.85 | 8758
after detailed placement | 54400 | 43.1 | 106.31 | 128.84 | 8758
after CTS | 54400 | 43.1 | 106.02 | 128.86 | 8758
after global routing | 54400 | 43.1 | 98.45 | 128.91 | 8759
final | 54400 | 43.1 | 103.29 | 128.91 | 8761
Power and IR drop assume default switching activity.
