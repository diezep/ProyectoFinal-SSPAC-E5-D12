==> flow/design.v <==
module ID_EX (
    input clk,
    input iRegWrite,
    input iMemToReg,
    input iMemWrite,
    input iMemRead,
    input iBranch,
    input [3:0] iAluOP,
    input iALUSrc,
    input iRegDst,
    input ijump,
    input [31:0] iAddPC,
    input [31:0] iData1,
    input [31:0] iData2,
    input [31:0] iSignExtend,
    input [4:0] iInstr2016,
    input [4:0] iInstr1511,
    output reg oRegWrite,
    output reg oMemToReg,
    output reg oMemWrite,
    output reg oMemRead,
    output reg oMemBranch,
    output reg [3:0] oAluOP,
    output reg oALUSrc,
    output reg oRegDst,
    output reg ojump,
    output reg [31:0] oAddPC,
    output reg [31:0] oData1,
    output reg [31:0] oData2,
    output reg [31:0] oSignExtend,
    output reg [4:0] oInstr2016,
    output reg [4:0] oInstr1511
);
always @(posedge clk) 
begin
    oRegWrite <= iRegWrite;
    oMemToReg <= iMemToReg;
    oMemWrite <= iMemWrite;
    oMemRead  <= iMemRead;
    oMemBranch <= iBranch;
    oAluOP <= iAluOP;
    oALUSrc <= iALUSrc;
    ojump <= ijump;
    oRegDst <= iRegDst;
    oAddPC <= iAddPC;
    oData1 <= iData1;
    oData2 <= iData2;
    oSignExtend <= iSignExtend;
    oInstr2016 <= iInstr2016;
    oInstr1511 <= iInstr1511;
end
endmodule
==> flow/run.sh <==
#!/bin/bash
# OpenROAD 26Q1-2900-gdf79404cd8, Yosys 0.63+post, stock flow scripts
make -C /OpenROAD-flow-scripts/flow DESIGN_CONFIG=/design/flow/config.mk WORK_HOME=/design/flow/orfs finish
==> flow/config.mk <==
export PLATFORM = sky130hd
export DESIGN_NAME = ID_EX
export DESIGN_NICKNAME = ID_EX
export VERILOG_FILES = /design/flow/design.v
export SDC_FILE = /design/flow/constraint.sdc
export NUM_CORES = 4
export LEC_CHECK = 1
export CORE_AREA = 10 10 145 145
export DIE_AREA = 0 0 155 155
==> flow/constraint.sdc <==
current_design ID_EX

set clk_period 1.0
set clk_io_pct 0.2

create_clock -name clk0 -period $clk_period [get_ports {clk}]

set non_clock_inputs [all_inputs -no_clocks]
set_input_delay [expr $clk_period * $clk_io_pct] -clock clk0 $non_clock_inputs
set_output_delay [expr $clk_period * $clk_io_pct] -clock clk0 [all_outputs]
==> run_results.csv <==
group,metric,value,unit
place,dp_hpwl,9720,um
synthesis,yosys_warnings,1,
finish,nMultiInputCombCells,0,
synthesis,enable_flop_cells,0,
power_and_ir_drop,total_power,13.7,mW
global_route,grt_usage,9.39,%
place,post-place-cells,679,
clock_tree,cts_num_sinks,150,
floorplanning,fp_util,16.7,%
synthesis,numSynthFlops,150,
critical_path,critPathRequiredTime,0.80,ns
clock_tree,cts.hold.buffers_added,0,
synthesis,top_area_cell,"dfxtp_1",
critical_path,crit_path_cell_trace,"buf_2",
power_and_ir_drop,seqPwrFrac,46.3,%
power_and_ir_drop,p_leak,2.75,nW
timing,finalHoldViolCount,0,
clock_tree,clk_pin_slew,0.07,ns
critical_path,path_max_fanout,1,
synthesis,synth_cell_types,1,
floorplanning,die_area,24000,um^2
detailed_routing,via_per_inst,3.22,
floorplanning,die_h,155,um
synthesis,topCellsByArea,"dfxtp_1",
place,placed_area,6290,um^2
min_path,timing.hold.worst.start,"iData1[10]",
synthesis,top_cell_area_share,100,%
detailed_routing,num_antenna_cells,0,
detailed_routing,via_count,2289,
synthesis,avgSynthCellArea,20.0,um^2
synthesis,ys_chip_area,3000,um^2
global_route,overflow,0,
min_path,worstHoldPathCells,1,
critical_path,startpoint_type,"flop",
timing,report.final.slew_viol_count,0,
timing,relSlewSlack,88.3,%
floorplanning,coreArea,18000,um^2
place,io_buffers,300,
critical_path,crit_buf_inv,1,
detailed_routing,routed_wl,11600,um
critical_path,crit_path_start,"oData2[8]$_DFF_P_",
detailed_routing,ant_nets,0,
critical_path,crit_type,"reg -> out",
finish,area_growth,107,%
synthesis,ys_seq_share,100,%
finish,stdcell_area,6220,um^2
timing,tightest_slew,0.175,ns
power_and_ir_drop,clock_power_share,47.3,%
critical_path,worst_setup_path_end_kind,"output pin",
synthesis,most_common_cell,"dfxtp_1",
clock_tree,cts_htree_levels,4,
finish,instances_no_fill,711,
critical_path,slowest_stage,"dfxtp_2",
clock_tree,post-cts-setup-buffer-count,0,
synthesis,syn_inst,150,
timing,finalClockPeriodUsage,104,%
critical_path,critPathMaxStageDelay,0.32,ns
clock_tree,numCtsBuffers,17,
global_route,grt_max_degree,19,
timing,final-setup-viol-count,144,
place,place.gp.congestion,0.772,
synthesis,syn_area,3000,um^2
timing,fmax,960,MHz
clock_tree,cts_root_buffer,"clkbuf_16",
place,post-place-ws,-0.0278,ns
global_route,grt_pass1_vias,2598,
finish,layout-drive-gt1-share,42.5,%
power_and_ir_drop,p_switching,3.10,mW
finish,fill_cells,1763,
finish,final_util,34.6,%
global_route,grt_first_pass_wirelength,16800,um
clock_tree,cts_tree,"yes",
run,maxCapViolCount,0,
detailed_routing,drc_errors,0,
global_route,antenna_found_initial,0,
finish,logic_area,0,um^2
min_path,hold_class,"in -> reg",
min_path,holdPathEnd,"oData1[10]$_DFF_P_",
synthesis,async_flop_share,0,%
power_and_ir_drop,internal_power,10.6,mW
power_and_ir_drop,switching_share,22.6,%
outcome,violations,"negative setup slack",
synthesis,ff_type,"dfxtp_1",
outcome,status,"finished with violations",
floorplanning,die_w,155,um
synthesis,top_cells_by_count,"dfxtp_1",
power_and_ir_drop,vdd_drop_max,1.34,mV
detailed_routing,wire_per_inst,16.3,um
timing,fin_ws,-0.0419,ns
floorplanning,placementRows,49,
timing,finalCriticalPeriod,1.04,ns
power_and_ir_drop,power_density,2210,nW/um^2
critical_path,path_delay_family,"flip-flops",
synthesis,yosysCellCount,150,
detailed_routing,drt_iter0_drc,43,
timing,rsz0062_at_grt,"yes",
critical_path,cp.arrival,0.84,ns
power_and_ir_drop,pwr-share-comb,6.3,%
clock_tree,clock_path_buffers,2,
detailed_routing,dr.pass1.iters,4,
run,tool_warnings,27,
floorplanning,pin_count,301,
[power by group through the flow]
stage	Sequential [mW]	Clock [mW]	Combinational (mW)
4_1_cts	6.37	6.72	0.892
5_1_grt	6.40	6.98	0.945
6_report	6.37	6.50	0.867
[logic make-up (layout without fill, tap and decap cells)]
logic type / Yosys count / after routing / synth area share, %
flip-flops: 150 / 150 / 100
buffers and inverters: 0 / 332 / 0
[layer usage]
metal	vias to the layer above	track usage, %	wire, um
met2	166	15.8	5880
met1	1007	8.91	3620
met4	0	1.98	250
met5	-	0	0
met3	12	7.02	1840
li1	1104	-	-
[worst max-delay path by stage]
stage                 cells after the start        end
after CTS                                 1  oData2[8]
after global routing                      1  oData2[8]
final                                     1  oData2[8]
[cell usage in the layout (no fill, tap or decap), drive strengths merged]
master and instances:
buf 150, inv 6, clkinv 8, clkbuf 17, clkdlybuf4s50 150, dfxtp 150
bufinv 1
[through the flow]
stage / TNS, ns / hold slack (ns)
2_1_floorplan: 0 / 0.228
3_3_place_gp: -0.122 / 0.648
6_report: -2.29 / 0.214
4_1_cts: -6.94 / 0.188
3_5_place_dp: -0.0981 / 0.652
5_1_grt: -9.77 / 0.186
[state kept, by name (all words and copies together), names as in the netlist, 4 cells and up]
name         cells
oData1          32
oInstr1511       5
oAluOP           4
oData2          32
oSignExtend     32
oAddPC          32
oInstr2016       5
[final cells by class]
type | instances | area, um^2 | share of cell area [%]
Sequential cell | 150 | 3030 | 48.7
Timing Repair Buffer | 300 | 2270 | 36.5
Clock buffer | 17 | 425 | 6.84
Clock inverter | 15 | 205 | 3.30
Tap cell | 229 | 287 | 4.61
[repair_timing]
action	CTS	global route
setup endpoints to repair	150	150
gates resized	513	11
pin swaps	0	0
No activity file was given, so power comes from the tool's default toggle rates.
